$ cat flow/design.v
`timescale 1ns / 1ps
module FineStateMachine(
input clk,
input reset,
input left,
input right,
output reg [5:0] lights
    );
    reg [3:0] state,nextstate;
    parameter off = 4'b0000;
    parameter L1 = 4'b0001;
    parameter L2 = 4'b0010;
    parameter L3 = 4'b0011;
    parameter repL = 4'b0100;
    parameter R1 = 4'b0101;
    parameter R2 = 4'b0110;
    parameter R3 = 4'b0111;
    parameter repR = 4'b1000;
    always @ (posedge clk, posedge reset)
    begin
       if (reset) 
          state <= off;
       else 
          state <= nextstate;
    end
    always @(*)
    begin
       case(state)
       off: 
         if(left == 1 && right ==0) 
           nextstate = L1;
         else if(left == 0 && right ==1) 
           nextstate = R1;
         else 
           nextstate = off;
       L1:
         if(right ==0) 
           nextstate = L2;
         else if(left == 0 && right ==1) 
           nextstate = R1;
         else 
           nextstate = off;
       L2:
         if(right ==0) 
           nextstate = L3;
         else if(left == 0 && right ==1) 
           nextstate = R1;
         else 
           nextstate = off;
       L3:
         if(right ==0) 
           nextstate = repL;
         else if(left == 0 && right ==1) 
           nextstate = R1;
         else 
           nextstate = off;
       repL:
         if(right ==0) 
           nextstate = L1;
         else if(left == 0 && right ==1) 
           nextstate = R1;
         else 
           nextstate = off;
       R1:
         if(left ==0) 
           nextstate = R2;
         else if(left == 1 && right ==0) 
           nextstate = L1;
         else 
           nextstate = off;
       R2:
         if(left ==0) 
           nextstate = R3;
         else if(left == 1 && right ==0) 
           nextstate = L1;
         else 
           nextstate = off;
       R3:
         if(left ==0) 
           nextstate = repR;
         else if(left == 1 && right ==0) 
           nextstate = L1;
         else 
           nextstate = off;
       repR:
         if(left ==0) 
           nextstate = R1;
         else if(left == 1 && right ==0) 
           nextstate = L1;
         else 
           nextstate = off;
       default: 
         nextstate = off;
       endcase
    end 
    always @(*)
    begin
       case(nextstate)
       off: 
         lights = 6'b00_0000;
       L1:
         lights = 6'b00_1000;
       L2:
         lights = 6'b01_1000;
       L3:
         lights = 6'b11_1000;
       repL:
         lights = 6'b00_0000;
       R1:
         lights = 6'b00_0100;
       R2:
         lights = 6'b00_0110;
       R3:
         lights = 6'b00_0111;
       repR:
         lights = 6'b00_0000;
       default: 
         lights = 6'b00_0000;
       endcase
    end
endmodule
$ cat flow/run.sh
#!/bin/bash
# OpenROAD 26Q1-2900-gdf79404cd8, Yosys 0.63+post, stock flow scripts
make -C /OpenROAD-flow-scripts/flow DESIGN_CONFIG=/design/flow/config.mk WORK_HOME=/design/flow/orfs finish
$ cat flow/config.mk
export PLATFORM = sky130hd
export DESIGN_NAME = FineStateMachine
export DESIGN_NICKNAME = FineStateMachine
export VERILOG_FILES = /design/flow/design.v
export SDC_FILE = /design/flow/constraint.sdc
export NUM_CORES = 4
export LEC_CHECK = 1
export CORE_AREA = 10 10 70 70
export DIE_AREA = 0 0 80 80
$ cat flow/constraint.sdc
current_design FineStateMachine

set clk_period 2.5
set clk_io_pct 0.2

create_clock -name clk0 -period $clk_period [get_ports {clk}]

set non_clock_inputs [all_inputs -no_clocks]
set_input_delay [expr $clk_period * $clk_io_pct] -clock clk0 $non_clock_inputs
set_output_delay [expr $clk_period * $clk_io_pct] -clock clk0 [all_outputs]
==> deck_impl_summary.md <==
Flow Results at a Glance

Outcome
  – Run status: complete, but fails checks
  – Failing checks: setup timing

CTS
  – TritonCTS buffer count: 3
  – Clock root cell: clkbuf_4
  – Htree depth: 1
  – CTS max path bufs: 2
  – Clock latency (worst-skew pair): 0.26 ns
  – CTS tree: built
  – CTS sink count: 9
  – Reg clk slew, reported paths: 0.06 ns

Final layout
  – Synthesis-to-layout area growth: 72.46%
  – Post-route cell area: 893.4 um^2
  – Share of cells above drive strength 1: 46.07%
  – Reg with most FFs: state
  – Max reg flops: 9
  – Biggest regs: state x9

Setup path
  – Reg2Reg Depth: 4
  – Critical R2R Launch: state[5]
  – Setup Crit Path Kind: register to output pin
  – Critical Path RT: 2.00 ns
  – Worst-path fanout max: 2
  – Worst EP arrival: 2.20 ns
  – Critical Path Source Type: register
  – CP endpoint kind: output pin
  – FF-to-FF setup slack: 1.04 ns
  – RR Endpoint: state[6]

Final timing
  – Max Fclk: 370.2 MHz
  – Cycle use final: 108.0%
  – Worst clock skew: 0.005897 ns
  – Slew Limit Fails: 0
  – Hold_ws: 0.4939 ns
  – Setup TNS: -0.7777 ns
  – Rel. slew slack: about two thirds
  – Final worst slack: -0.2010 ns
  – Final tally of setup violations: 6
  – Tmin final: approximately 2.7 ns
  – Worst-Margin Slew: 0.5211 ns
  – RSZ-0062 raised after global routing: yes
  – Final hold violation count: 0

Logic synthesis
  – Post-Syn Instances: 54
  – Yosys Chip Area: 518.0 um^2
  – Registers, synthesis: 9
  – Dominant cell area share: just under 40%
  – Fa+ha+maj area frac: between 10% and 20%
  – EDFF count, synth: 0
  – Syn. warnings: 1
  – Area leader, netlist: dfrtp_1
  – Most frequent cells after synthesis: 8 x dfrtp_1, 8 x nor2_1, 5 x ha_1, 5 x inv_1, 5 x nor2b_1
  – Dominant comb cell: simple AND/OR/NAND/NOR gates
  – Yosys xor share: 0%
  – Mean post-synth cell area: 9.593 um^2
  – Synthesized cell area: ~520 um^2
  – Commonest flop: dfrtp_1
  – Ys cells: 54
  – Complex-gate fraction of the synthesized area: 14.01%
  – Seq/Total Area, Yosys: 43.72%
  – Simple-Gate Fraction of Synth Area: 26.57%
  – Top cells, area: dfrtp_1 39%, ha_1 12%, nor2b_1 6.0%, nor2_1 5.8%, dfstp_2 5.1%
  – Mux share: 0%
  – FFs w/ async S/R, synth: 100.0%
  – Yosys cell types: 21

Power and ir drop
  – VDD IR-drop max: 409.3 uV
  – Power Dens Cells: about 530 nW/um^2
  – Leakage power: 0.4414 nW
  – Pwr Total: 0.4692 mW

Drt
  – DRC: 0
  – Antenna cell count: 0
  – DR vias/cell: 3.689
  – Final ANT Viol Nets: 0
  – Final wirelength: 1357 um
  – DRT iter0 DRCs: 20
  – WL/cell: 10.05 um
  – Pre-Repair DR Iteration Count: 4
  – Vias: 498

Placed design
  – Count of input and output buffers: 9
  – DP Wirelength: slightly above 1000 um
  – GP Congestion: 0.8325
  – Place WS: -0.6858 ns
  – Placed Area: approximately 780 um^2

Global routing
  – Total Routing Usage GR: 4.431%
  – Vias in the first global route: 514
  – First-pass GRT wire length: 2346 um
  – GR Overflow Total: 0
  – Antenna violations before repair: 0
  – Largest net degree at the start of global routing: 12

Job
  – Log Warnings: 31
  – Max Cap Violations: 0

Floorplanning
  – Site row count: 21
  – I/O Pins: 10
  – Die X: around 80 um
  – Core Area: 3416 um^2
  – FP Core Util: 15.16%
  – Chip area: 6400 um^2
  – Die Y: around 80 um

Hold path
  – Worst min path class: input pin to async pin
[cells by family (layout without fill, tap and decap cells)]
logic type,Yosys count,in the layout
and+or+nand+nor,25,25
AOI/OAI and AO/OA,10,10
DFF,9,9
adders and majority gates,5,5
buffers and inverters,5,40
[layout by cell type, fill, tap and decap left out]
| master | instances |
|---|---|
| or4_4 | 1 |
| nor2_1 | 8 |
| ha_2 | 1 |
| o21ai_0 | 3 |
| buf_6 | 5 |
| o41ai_1 | 1 |
| dlygate4sd2_1 | 2 |
| buf_4 | 17 |
| nand3_1 | 1 |
| nor3_4 | 2 |
| dfstp_2 | 1 |
| ha_1 | 4 |
| o211ai_1 | 1 |
| and2_1 | 1 |
| buf_2 | 6 |
| clkbuf_1 | 1 |
| nor2b_1 | 5 |
| a221o_1 | 1 |
| clkbuf_4 | 3 |
| o221ai_4 | 1 |
| or3_4 | 1 |
| a22oi_1 | 1 |
| nor3_1 | 1 |
| dfrtp_1 | 8 |
| o22ai_1 | 1 |
| o41ai_2 | 1 |
| clkdlybuf4s50_1 | 1 |
| or2_2 | 1 |
| nand2_1 | 3 |
| inv_1 | 5 |
| nor3_2 | 1 |
[area by class of cell]
type                    count  area [um^2]
flip-flops and latches      9        226.5
inverters                   5        18.77
clock buffers               4        26.28
repair buffers             31        241.5
well taps                  46        57.56
multi-input cells          40        322.8
fillers                   369         2522
[critical path, stage by stage, from the launching register on]
cell and delay (ns):
dfrtp_1 0.38, or4_4 0.55, a221o_1 0.34, or3_4 0.35
buf_6 0.13, nor3_2 0.08, buf_2 0.11
[per-layer routing]
metal,up-vias,GRT usage [%],wire length (um)
met5,-,0,0
met3,0,2.045,77
met1,229,6.106,695
met4,0,0,0
met2,8,6.581,584
li1,261,-,-
[through the flow]
stage,utilization [%],std cells
2_1_floorplan,-,54
3_3_place_gp,22.78,124
3_5_place_dp,22.78,124
4_1_cts,25.82,134
5_1_grt,26.15,135
6_report,26.15,135
[power by group]
| group | switching (mW) | internal, mW | leakage (nW) | total (mW) |
|---|---|---|---|---|
| clock | 0.0521 | 0.0616 | 0.0150 | 0.114 |
| sequential | 0.00882 | 0.159 | 0.121 | 0.168 |
| combinational | 0.0759 | 0.111 | 0.305 | 0.187 |
| total | 0.137 | 0.332 | 0.441 | 0.469 |
[worst max path at each step]
stage            start        end  slack, ns  depth (start not counted)
CTS           state[5]  lights[3]      -0.23                          6
global route  state[5]  lights[3]      -0.28                          6
finish        state[5]  lights[3]      -0.20                          6
[timing repair]
action / 4_1_cts / 5_1_grt
hold buffers: 0 / 0
endpoints found under the setup margin: 6 / 6
setup buffers: 7 / 1
cloned: 0 / 0
resized: 32 / 1
pin swaps: 12 / 2
No activity file was given, so power comes from the tool's default toggle rates.
