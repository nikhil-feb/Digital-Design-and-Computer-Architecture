==> ./design.v <==
`timescale 1ns / 1ps
module clk_div(input clk, input rst, output clk_en);
reg [24:0] clk_count;
always @ (posedge clk)
begin
 if (rst)
 clk_count <= 0;
 else
 clk_count <= clk_count + 1;
end
assign clk_en = &clk_count;
endmodule
==> ./run.sh <==
#!/bin/bash
# OpenROAD 26Q1-2900-gdf79404cd8, Yosys 0.63+post, stock flow scripts
make -C /OpenROAD-flow-scripts/flow DESIGN_CONFIG=/design/flow/config.mk WORK_HOME=/design/flow/orfs finish
==> ./config.mk <==
export PLATFORM = sky130hd
export DESIGN_NAME = clk_div
export DESIGN_NICKNAME = clk_div
export VERILOG_FILES = /design/flow/design.v
export SDC_FILE = /design/flow/constraint.sdc
export NUM_CORES = 4
export LEC_CHECK = 1
export CORE_AREA = 10 10 83 83
export DIE_AREA = 0 0 93 93
==> ./constraint.sdc <==
current_design clk_div

set clk_period 6.0
set clk_io_pct 0.2

create_clock -name clk0 -period $clk_period [get_ports {clk}]

set non_clock_inputs [all_inputs -no_clocks]
set_input_delay [expr $clk_period * $clk_io_pct] -clock clk0 $non_clock_inputs
set_output_delay [expr $clk_period * $clk_io_pct] -clock clk0 [all_outputs]
==> deck_impl_summary.md <==
Physical Implementation Snapshot

Status
  • Status: finished, final reports clean

Clocking
  • Max clock buf depth: 2
  • Post-CTS Resized: 0
  • Hold_buf cts: 0
  • H-tree lvl count: 1
  • CTS clk-pin slew, worst paths: about 90 ps
  • Setup Buffers After CTS: 0
  • Clk latency late pin: approximately 270 ps
  • CTS Buf Count: 3
  • Clock sink total: 25
  • Root Buffer: clkbuf_8
  • TritonCTS clock tree: yes

Synthesis
  • Post-Syn Area per Cell: 8.82 um^2
  • Chip Area, Yosys: approximately 0.0011 mm^2
  • Ys Warns: 1
  • Gate Count Post-Synth: approximately 130
  • Yosys cell count: 130
  • Flops out of synthesis: 25
  • Dominant cell area share: approximately 44%
  • Seq share, synth: 43.7%
  • Synth area leaders: dfxtp_1, xnor2_1, or3_1
  • Distinct lib cells: 26
  • Mapped Area: 0.00115 mm^2
  • Post-synth top area cell: dfxtp_1

Routing
  • Post-DR wirelength/cell: about 9.4 um
  • Routed Antenna Nets: 0
  • N_diodes: 0
  • Via Count: ~860
  • WL final: ~1900 um
  • Post-DR vias/cell: 4.22
  • Drt drc: 0
  • Drt initial violations: ~54
  • DRT Pass-1 Iters: 4

Place
  • Placer's final routability congestion estimate: 0.771
  • Port Buf Inserts: 2
  • Placement Cell Area: 0.00123 mm^2
  • Post-place setup slack: around 2800 ps
  • Post-DP HPWL: about 1400 um

Worst setup path
  • Arrival @ worst endpoint: 2280 ps
  • Worst setup EP type: output port
  • Crit Path Class: reg2out
  • CP required: between 4000 and 5000 ps
  • Startpoint Class: register
  • CP Max Fanout: 10

Floorplanning
  • Chip area: 0.00865 mm^2
  • Site Rows: 26
  • Starting Density: roughly 22%
  • Die width: 93 um
  • Ports: 3
  • Core area: slightly above 0.005 mm^2
  • Die y size: just over 90 um

Cells and area
  • Storage cell area: between 500 and 600 um^2
  • Filler instances: 579
  • Share of layout cells above drive strength 1: between 7 and 8%
  • Most flops, register: clk_count
  • Final Cell Area: roughly 0.0013 mm^2
  • Max FFs per register: 25
  • Top flop regs: clk_count (25)
  • Logic area: between 600 and 700 um^2
  • Synthesis-to-layout area growth: 11.7%

STA
  • Worst setup margin: between 2000 and 3000 ps
  • Setup TNS: 0 ps
  • Final period utilization: 58.0%
  • Final max-slew violation count: 0
  • RSZ-0062 raised after global routing: false
  • Clk_skew: about 4.9 ps
  • Worst relative slew slack: about 76%
  • Fmax: between 0.2 and 0.3 GHz
  • Tmin final: between 3000 and 4000 ps
  • Setup-failing EPs final: 0
  • Slew @ Worst Pin: around 360 ps
  • Final Hold Viols: 0

Pwr
  • Pwr dens: around 210 mW/mm^2
  • Maximum VDD drop: approximately 90 uV
  • Total leakage power: between 0.0003 and 0.0004 uW

GRT
  • GRT Total Usage: between 4 and 5%
  • Total gr overflow: 0
  • Initial antenna violation count: 0
  • Vias in the first global route: just over 800
  • Maximum number of pins on one net before global-route repair: 26
  • Global-route wire length before repair: roughly 3500 um

Min path
  • Hold Path Class: reg2reg

Job
  • Max-cap violations: 0
  • Tool warnings: 25
[stage by stage]
step           std cells  utilization [%]  hold slack [ps]  total power, uW
2_1_floorplan        130                -              451              179
3_3_place_gp         199             24.0              470              180
3_5_place_dp         199             24.0              482              180
4_1_cts              203             24.9              495              278
5_1_grt              203             24.9              529              286
6_report             203             24.9              489              274
[synthesized netlist by cell type]
cell type   n
xnor2_1     8
and4_1      3
and2_1      2
nand4_1     5
xor2_1      4
nor2b_1     2
dfxtp_1    25
nand4b_1    1
and4_2      2
clkbuf_1    1
or3_1       9
buf_2       1
nor3_1      4
ha_1        1
or3_2       1
nand3_1     8
a21oi_1    11
nor4_1      3
inv_1       3
o21ai_0    11
or4_1       1
buf_4       1
nand2_1     7
buf_6       1
nor2_1     13
nand4_4     2
[where the power goes]
part	total [uW]	switching [uW]	internal (uW)	leakage [uW]
combinational	6.25	3.66	2.59	0.000161
clock	98.1	51.7	46.4	0.0000255
sequential	170	2.44	167	0.000202
total	274	57.8	216	0.000388
[routing by layer]
metal / track usage, % / vias to the layer above / part of all wire [%]
li1: - / 471 / -
met2: 7.83 / 7 / 41
met3: 1.53 / 2 / 4.3
met5: 0 / - / 0
met1: 5.86 / 376 / 53
met4: 0.643 / 0 / 1.4
[cell families (layout without fill, tap and decap cells)]
kind of cell	after synthesis	after routing	synth area share, %
simple gates	63	63	33.1
flops	25	25	43.7
compound gates	22	22	9.61
xor+xnor	12	12	9.17
buf+inv	7	10	3.38
fa+ha+maj	1	1	1.09
[layout by cell type, fill, tap and decap left out, drive strengths merged]
cell / synthesis / routed
dfxtp: 25 / 25
nor2: 13 / 13
o21ai: 11 / 11
a21oi: 11 / 11
or3: 10 / 10
nand3: 8 / 8
xnor2: 8 / 8
nand2: 7 / 7
nand4: 7 / 7
and4: 5 / 5
nor3: 4 / 4
xor2: 4 / 4
inv: 3 / 3
nor4: 3 / 3
clkbuf: 1 / 3
and2: 2 / 2
nor2b: 2 / 2
clkdlybuf4s50: 0 / 2
or4: 1 / 1
nand4b: 1 / 1
ha: 1 / 1
clkinv: 0 / 1
buf: 3 / 1
[final cells by class]
cell class	instances	area share (%)
Clock inverter	1	0.391
Timing Repair Buffer	3	2.15
Sequential cell	25	39.1
Tap cell	70	6.84
Clock buffer	3	3.23
Multi-Input combinational cell	98	47.4
Inverter	3	0.880
[critical path: stages, from the launching register on]
cell             delay, ps
dfxtp_1                420
ha_1                   240
and4_2                 270
nand4_1                310
nor3_1                 290
clkdlybuf4s50_1        490
[worst paths after layout]
check | start | endpoint | slack, ps | depth (start not counted)
worst min register to register | clk_count[22] | clk_count[22] | 490 | 2
worst max register to register | clk_count[0] | clk_count[20] | 4110 | 5
worst min-delay path | clk_count[22] | clk_count[22] | 490 | 2
worst max-delay path | clk_count[0] | clk_en | 2520 | 5
Power is estimated from default activity; no workload was simulated.
