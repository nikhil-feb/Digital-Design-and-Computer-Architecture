==> design/flow/design.v <==
`timescale 1ns / 1ps
module Adder(
    input [31:0] input1,
    input [31:0] input2,
    input cin,
    output [31:0] result
    );
    parameter N=32;
    wire  carry_out;
    wire [N-1:0] carry;
    genvar i;
    generate 
    for(i=0;i<N;i=i+1)
        begin: generate_N_bit_Adder
            if(i==0) 
            full_adder f(.a(input1[0]),.b(input2[0]),.cin(cin),.s(result[0]),.cout(carry[0]));
            else
            full_adder f(.a(input1[i]),.b(input2[i]),.cin(carry[i-1]),.s(result[i]),.cout(carry[i]));
            end
        assign carry_out = carry[N-1];
   endgenerate
endmodule
`timescale 1ns / 1ps
module full_adder(
    input a,
    input b,
    input cin,
    output s,
    output cout
    );
    assign s = (a^b) ^ cin;
    assign cout = (b&cin)| (a&b) | (a&cin);
endmodule
==> design/flow/run.sh <==
#!/bin/bash
# OpenROAD 26Q1-2900-gdf79404cd8, Yosys 0.63+post, stock flow scripts
make -C /OpenROAD-flow-scripts/flow DESIGN_CONFIG=/design/flow/config.mk WORK_HOME=/design/flow/orfs finish
==> design/flow/config.mk <==
export PLATFORM = sky130hd
export DESIGN_NAME = Adder
export DESIGN_NICKNAME = Adder
export VERILOG_FILES = /design/flow/design.v
export SDC_FILE = /design/flow/constraint.sdc
export NUM_CORES = 4
export LEC_CHECK = 1
export CORE_AREA = 10 10 90 90
export DIE_AREA = 0 0 100 100
==> design/flow/constraint.sdc <==
current_design Adder

set clk_period 10.5
set clk_io_pct 0.2

create_clock -name clk0 -period $clk_period

set non_clock_inputs [all_inputs -no_clocks]
set_input_delay [expr $clk_period * $clk_io_pct] -clock clk0 $non_clock_inputs
set_output_delay [expr $clk_period * $clk_io_pct] -clock clk0 [all_outputs]
==> run_results.csv <==
group,metric,value,unit
run_status,run_status,"complete, but fails checks",
run_status,violations,"negative setup slack",
floorplanning,dieArea,10000,µm²
yosys,post_synthesis_cell_type_with_the_largest_combined_area,"fa_1",
timing,grt_setup_unrepaired,"true",
timing,finalClockPeriodUsage,146,%
placement,place.gp.congestion,0.734,
final_layout,seqCellArea,0,µm²
job,openroad_warning_count,35,
detailed_routing,routed.top_layer,"met3",
grt,grt_start_max_net_pins,2,
floorplanning,boundaryPins,97,
grt,gr-usage-all-layers,5.65,%
critical_path,timing.critical_path.max_delay_family,"adder cells",
detailed_routing,met2WireLength,1.06,mm
power_and_ir_drop,leakage_power_total,0.639,nW
final_layout,drive_gt1_share,40.3,%
critical_path,cp_slowest_cell,"fa_2",
critical_path,worstPathRequired,8.40,ns
detailed_routing,vias,704,
critical_path,path_max_fanout,1,
timing,finalMaxSlewViolations,0,
yosys,post-synth-top-area-fraction,68.7,%
timing,slew_headroom,92.2,%
power_and_ir_drop,power_frac_comb,100.0,%
detailed_routing,met3_length,674,µm
final_layout,stdcell_area,1750,µm²
final_layout,final_util,27.8,%
detailed_routing,number_of_diodes,0,
detailed_routing,drt_iter0_markers,2,
final_layout,layout_top_cell,"clkdlybuf4s50_1",
clock_network,cts.hold.buffers_added,0,
detailed_routing,routed_via_density,3.34,
detailed_routing,postRouteWirelength,2.86,mm
placement,detailed_place_hpwl,2.91,mm
placement,placed_cell_area,1830,µm²
detailed_routing,number_of_routed_nets_with_antenna_violations,0,
yosys,yosys_warnings,0,
critical_path,max_stage_delay,0.36,ns
job,max_cap_violations,0,
grt,grt_first_pass_wirelength,4.62,mm
final_layout,n_clock_buffer,0,
critical_path,crit_buf_inv,4,
grt,grt_pass1_vias,929,
detailed_routing,detailedRoute.firstPassIterationCount,2,
clock_network,cts_repair_resize_count,69,
power_and_ir_drop,p_total,0.0905,mW
detailed_routing,wl_per_cell,13.6,µm
yosys,ys_seq_share,0,%
detailed_routing,wl_met1,1.12,mm
floorplanning,fp.coreArea,6280,µm²
floorplanning,die-width,100,µm
floorplanning,number_of_cell_rows,29,
critical_path,start_kind,"input pin",
timing,final_critical_path_setup_slack,-4.78,ns
power_and_ir_drop,share_clk_of_total_power,0,%
critical_path,critPathMostFrequentCell,"fa_2",
yosys,synthesized_area_divided_by_synthesized_cell_count,13.1,µm²
final_layout,final_layout_top_logic_cells,"clkdlybuf4s50_1, fa_2, buf_2",
yosys,yosysUniqueCellTypes,4,
power_and_ir_drop,cellPowerDensity,51.8,nW/µm²
yosys,yosys_cells,69,
yosys,top_cells_area,"fa_1, buf_4, xor3_1",
timing,fmax,65.5,MHz
worst_hold_path,min_path_type,"in2out",
power_and_ir_drop,cellInternalPower,0.0645,mW
clock_network,cts.repair_timing.setup_buffer_count,0,
power_and_ir_drop,power.share.switching,28.8,%
timing,report.final.setup_viol,15,
grt,overflow,0,
yosys,synth.cell_area,903,µm²
floorplanning,die-height,100,µm
yosys,ys_chip_area,903,µm²
placement,buffer_ports.inserted,97,
power_and_ir_drop,p_sw,0.0260,mW
final_layout,n_fill_cell,643,
final_layout,post_route_insts_no_fill,211,
timing,hold_viol,0,
critical_path,endpoint_kind,"output port",
critical_path,critical_path_arrival,13.18,ns
floorplanning,initial_cell_density_of_the_core,14.4,%
final_layout,area.growth.synth_to_final,93.4,%
timing,minimum_hold_slack,4.95,ns
power_and_ir_drop,sequentialPowerShare,0,%
detailed_routing,post-route-drc-count,0,
timing,fin_crit,15.28,ns
placement,numPlacedInstances,211,
final_layout,seq_cell_count,0,
timing,tightest_slew,0.117,ns
yosys,synthCells,69,
critical_path,critical_path_class,"in2out",
grt,grt_antenna_before_repair,0,
power_and_ir_drop,peak_supply_drop,0.0000172,V
-- synthesized netlist by cell type --
master	number
buf_4	32
fa_1	31
inv_1	5
xor3_1	1
-- final timing paths --
kind                  startpoint    endpoint  slack (ns)  cells past startpoint
worst max-delay path         cin  result[31]       -4.78                     36
worst min-delay path   input1[0]   result[0]        4.95                      5
-- area by class of cell --
class                      instances  area (µm²)  share of cell area [%]
tap                               77        96.3                    5.52
multi-input combinational         32         722                    41.3
timing repair buffer              97         892                    51.1
inverter                           5        36.3                    2.08
-- logic make-up (layout without fill, tap and decap cells) --
| kind of cell | count (synthesis) | after routing | synth area share, % |
|---|---|---|---|
| adders and majority gates | 31 | 31 | 68.7 |
| xor gates and xnor gates | 1 | 1 | 2.63 |
| buffers and inverters | 37 | 102 | 28.7 |
-- per-stage QoR --
stage,setup WS [ns],TNS (ns)
2_1_floorplan,-4.44,-35.21
5_1_grt,-5.06,-43.48
3_5_place_dp,-5.71,-55.22
4_1_cts,-4.86,-40.88
3_3_place_gp,-5.70,-55.21
6_report,-4.78,-39.82
-- power groups by stage --
stage         Combinational [mW]  Clock, mW  Sequential (mW)
finish                    0.0905          0                0
global route               0.105          0                0
CTS                       0.0952          0                0
-- per-layer routing --
metal | global-route usage (%) | up-vias
met5 | 0 | -
met3 | 4.79 | 0
met4 | 0 | 0
met1 | 7.26 | 323
met2 | 7.62 | 80
li1 | - | 301
Power figures rest on the tool's default switching activity, not on a simulated workload.
